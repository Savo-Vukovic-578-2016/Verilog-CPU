`flow/design.v`:
```
`timescale 1ns / 1ps
module ALU(clock,registarA,registarB,rezult,enable,operation_bit0,operation_bit1,carry,z,operation);  
		input [0:0] clock;
		output reg [0:0] carry;
		input [0:0] enable;
		input [3:0] registarA,registarB;
		input [0:0] operation_bit0,operation_bit1;
		reg [4:0] temp;
		output reg [3:0] rezult;
		output z;
		assign z = ~|rezult;
		output reg [1:0] operation;
		always @(posedge clock)
		begin
			if(enable == 1)
			begin
				if(operation_bit0 == 0 && operation_bit1 == 0)
					begin
						{carry,rezult} = registarA + registarB;
					end
				else if(operation_bit0 == 0 && operation_bit1 == 1)
					begin
						{carry,rezult} = registarA - registarB;
					end
				else if(operation_bit0 == 1 && operation_bit1 == 0)
					begin
						rezult = registarA & registarB;
						carry = 0;
					end
				else if(operation_bit0 == 1 && operation_bit1 == 1)
					begin
					rezult = registarA | registarB;
					carry = 0;
					end
			end
			operation[0] = operation_bit1;
			operation[1] = operation_bit0;
		end
endmodule  
`timescale 1ns / 1ps
	module CPU(input enabling,clock,SW4,SW5,SW6,SW7,operation_bit0,operation_bit1, enable, output [3:0] rezult, output carry,z,AN0,AN1,AN2,a,b,c,d,e,fp,g,dp); 
		wire c1;					wire fo;	
		wire clk7s; wire c0;	wire f1;	
		wire a0;		wire d0;	wire g0;	
		wire a1;		wire d1;	wire g1; 
		wire b0;		wire e0;	wire dp0;
		wire b1;		wire e1;	wire dp1;
		wire enabling_ = ~enabling;
		wire [3:0] registar1;
		wire [3:0] registar2;
		wire [1:0] op;
		Reg Reg1(.clock(clock),.sw1(SW4),.sw2(SW5),.sw3(SW6),.sw4(SW7),.out(registar1),.enabling(enabling));
		Reg Reg2(.clock(clock),.sw1(SW4),.sw2(SW5),.sw3(SW6),.sw4(SW7),.out(registar2),.enabling(enabling_));
		ALU alu(.clock(clock),.registarA(registar1),.registarB(registar2),.rezult(rezult),.enable(enable),.operation_bit0(operation_bit0),.operation_bit1(operation_bit1),.carry(carry),.z(z),.operation(op)); 
	display_7s display0(.clock(clock),.number(0),.dp(dp0),.a(a0),.b(b0),.c(c0),.d(d0),.e(e0),.f(f0),.g(g0));
	display_7s display1(.clock(clock),.number(op),.dp(dp1),.a(a1),.b(b1),.c(c1),.d(d1),.e(e1),.f(f1),.g(g1));
	selecting_display selector(.clk7s(clk7s),.a0(a0),.a1(a1),.b0(b0),.b1(b1),.c0(c0),.c1(c1),.d0(d0),.d1(d1),.e0(e0),.e1(e1),.f0(f0),.f1(f1),.g0(g0),.g1(g1),.dp0(dp0),.dp1(dp1),.a(a),.b(b),.c(c),.d(d),.e(e),.f(fp),.g(g),.AN0(AN0),.AN1(AN1),.AN2(AN2),.dp(dp));	
	delilac_frekvencije deljenje(.clock(clock),.clk7s(clk7s));  
endmodule
`timescale 1ns / 1ps
module D_FF(s,clk,q,enabling);
	input wire [0:0] s;
	input wire [0:0] clk;
	output reg [0:0] q;
	input wire [0:0] enabling;
	always @(posedge clk)
	begin
		if(enabling == 1)
		begin
			q <= s;
		end
	end
endmodule
`timescale 1ns / 1ps
module Reg(clock,sw1,sw2,sw3,sw4,out,enabling);
		input wire [0:0] enabling;				 
		input wire [0:0] 	clock; 				 
		input wire [0:0] sw1,sw2,sw3,sw4;    
		output wire [3:0] out;					 
		D_FF d1(.s(sw1),.clk(clock),.q(out[3]),.enabling(enabling));  
		D_FF d2(.s(sw2),.clk(clock),.q(out[2]),.enabling(enabling));
		D_FF d3(.s(sw3),.clk(clock),.q(out[1]),.enabling(enabling));
		D_FF d4(.s(sw4),.clk(clock),.q(out[0]),.enabling(enabling));  
endmodule
`timescale 1ns / 1ps
module delilac_frekvencije(clock,clk7s);
		input wire [0:0] clock;
		reg [0:0]c1 = 0;
		reg [0:0]c2 = 0;
		reg [0:0]c3 = 0;
		reg [0:0]c4=0;
		reg [0:0]c5=0;
		reg [0:0]c6=0;
		reg [0:0]c7=0;
		reg [0:0]c8=0;
		reg [0:0]c9=0;
		reg [0:0]c10=0;
		reg [0:0]c11=0;
		reg [0:0]c12=0;
		reg [0:0]c13=0;
		reg [0:0]c14=0;
		reg [0:0]c15=0;
		output reg [0:0]clk7s=0;
		always @(posedge clock)
		begin
		c1 <= ~c1;
		end
		always @(posedge c1)
		begin
		c2 <= ~c2;
		end
		always @(posedge c2)
		begin
		c3 <= ~c3;
		end
		always @(posedge c3)
		begin
		c4 <= ~c4;
		end
		always @(posedge c4)
		begin
		c5 <= ~c5;
		end
		always @(posedge c5)
		begin
		c6 <= ~c6;
		end
		always @(posedge c6)
		begin
		c7 <= ~c7;
		end
		always @(posedge c7)
		begin
		c8 <= ~c8;
		end
		always @(posedge c8)
		begin
		c9 <= ~c9;
		end
		always @(posedge c9)
		begin
		c10 <= ~c10;
		end
		always @(posedge c10)
		begin
		c11 <= ~c11;
		end
		always @(posedge c11)
		begin
		c12 <= ~c12;
		end
		always @(posedge c12)
		begin
		c13 <= ~c13;
		end
		always @(posedge c13)
		begin
		c14 <= ~c14;
		end
		always @(posedge c14)
		begin
		c15 <= ~c15;
		end
		always @(posedge c15)
		begin
		clk7s <= ~clk7s;
		end
endmodule
`timescale 1ns / 1ps
module display_7s(clock,number,dp,a,b,c,d,e,f,g);
		output reg[0:0]a = 0;
		output reg[0:0]b = 0;
		output reg[0:0]c = 0;
		output reg[0:0]d = 0;
		output reg[0:0]e = 0;
		output reg[0:0]f = 0;
		output reg[0:0]g = 0;
		output reg[0:0]dp = 0;
		input wire[0:0]clock;
		input wire [3:0]number;
		always @(posedge clock)
		begin
			if(number == 0)
				begin
				a <= 0;
				b <= 0;
				c <= 0;
				d <= 0;
				e <= 0;
				f <= 0;
				g <= 1;
				dp <= 1;
				end
			else if(number == 1)
				begin
				a <= 1;
				b <= 0;
				c <= 0;
				d <= 1;
				e <= 1;
				f <= 1;
				g <= 1;
				dp <= 1;
				end
			else if(number == 2)
				begin
				a <= 0;
				b <= 0;
				c <= 1;
				d <= 0;
				e <= 0;
				f <= 1;
				g <= 0;
				dp <= 1;
				end
			else if(number == 3)
				begin
				a <= 0;
				b <= 0;
				c <= 0;
				d <= 0;
				e <= 1;
				f <= 1;
				g <= 0;
				dp <= 1;
				end
			else if(number == 4)
				begin
				a <= 1;
				b <= 0;
				c <= 0;
				d <= 1;
				e <= 1;
				f <= 0;
				g <= 0;
				dp <= 1;
				end
			else if(number == 5)
				begin
				a <= 0;
				b <= 1;
				c <= 0;
				d <= 0;
				e <= 1;
				f <= 0;
				g <= 0;
				dp <= 1;
				end
			else if(number == 6)
				begin
				a <= 0;
				b <= 1;
				c <= 0;
				d <= 0;
				e <= 0;
				f <= 0;
				g <= 0;
				dp <= 1;
				end
			else if(number == 7)
				begin
				a <= 0;
				b <= 0;
				c <= 0;
				d <= 1;
				e <= 1;
				f <= 1;
				g <= 1;
				dp <= 1;
				end
			else if(number == 8)
				begin
				a <= 0;
				b <= 0;
				c <= 0;
				d <= 0;
				e <= 0;
				f <= 0;
				g <= 0;
				dp <= 1;
				end
			else if(number == 9)
				begin
				a <= 0;
				b <= 0;
				c <= 0;
				d <= 0;
				e <= 1;
				f <= 0;
				g <= 0;
				dp <= 1;
				end
		end
endmodule
`timescale 1ns / 1ps
module selecting_display(clk7s,a0,a1,b0,b1,c0,c1,d0,d1,e0,e1,f0,f1,g0,g1,dp0,dp1,a,b,c,d,e,f,g,AN0,AN1,AN2,dp);
			input wire [0:0]a0,a1,b0,b1,c0,c1,d0,d1,e0,e1,f0,f1,g0,g1,dp0,dp1,clk7s;
			output reg a,b,c,d,e,f,g,AN0,AN1,AN2 = 1,dp;
			reg counter = 0;
			always @(posedge clk7s)
			begin
			counter <= ~counter;
			if(counter == 0)
				begin
				a <= a0;
				b <= b0;
				c <= c0;
				d <= d0;
				e <= e0;
				f <= f0;
				g <= g0;
				dp <= dp0;
				AN0 <= 0;
				AN1 <= 1;
				end
			else
				begin
				a <= a1;
				b <= b1;
				c <= c1;
				d <= d1;
				e <= e1;
				f <= f1;
				g <= g1;
				dp <= dp1;
				AN0 <= 1;
				AN1 <= 0;
				end
		end
endmodule
```
`flow/run.sh`:
```
#!/bin/bash
# OpenROAD 26Q1-2900-gdf79404cd8, Yosys 0.63+post, stock flow scripts
make -C /OpenROAD-flow-scripts/flow DESIGN_CONFIG=/design/flow/config.mk WORK_HOME=/design/flow/orfs finish
```
`flow/config.mk`:
```
export PLATFORM = sky130hd
export DESIGN_NAME = CPU
export DESIGN_NICKNAME = CPU
export VERILOG_FILES = /design/flow/design.v
export SDC_FILE = /design/flow/constraint.sdc
export NUM_CORES = 4
export LEC_CHECK = 1
export CORE_UTILIZATION = 40
```
`flow/constraint.sdc`:
```
current_design CPU

set clk_period 3.3
set clk_io_pct 0.2

create_clock -name clk0 -period $clk_period [get_ports {clock}]

set non_clock_inputs [all_inputs -no_clocks]
set_input_delay [expr $clk_period * $clk_io_pct] -clock clk0 $non_clock_inputs
set_output_delay [expr $clk_period * $clk_io_pct] -clock clk0 [all_outputs]
```
==> flow_metrics.tcl <==
# implementation run metrics
set metrics [dict create \
    met2WireLength_um 833 \
    place.gp.congestion 0.8251 \
    drcViolationCount 0 \
    antenna_found_initial 0 \
    yosysUniqueCellTypes 30 \
    final-seq-area_um2 1071 \
    clk_pin_slew_ns 0.08 \
    comb_area_um2 485.5 \
    drive_above_1_share 0.03571 \
    ys_cells 146 \
    yosysWarnings 8 \
    port_buffers 23 \
    die-area_um2 4529 \
    rows 23 \
    unclocked_regs 24 \
    arrival_ns 1.41 \
    postSynthSeqShare 0.6280 \
    fin_crit_sh 0.6268 \
    clockBufferDepth 2 \
    layout_setup_ws_ns 1.232 \
    cellPowerDensity_nw_per_um2 303.9 \
    period_minus_slack_ns 2.068 \
    cts_tree "yes" \
    synth-edff-count 13 \
    grt_pass1_vias 855 \
    fp_util 0.4203 \
    first_pass_iters 4 \
    grt_first_pass_wirelength_um 3539 \
    final-setup-viol-count 0 \
    required_ns 2.64 \
    untimed_endpoints 33 \
    finClkSkew_ns 0.003705 \
    htreeDepth 1 \
    overflow 0 \
    relSlewSlack 0.6629 \
    syn_area_per_cell_um2 11.68 \
    synth-seq-cells 47 \
    tightest_slew_ns 0.5041 \
    postCtsSetupBuffers 0 \
    clk_latency_ns 0.25 \
    ys.flop_type "dfxtp_1" \
    wl_met1_um 989 \
    critPathKind "register to output port" \
    track_usage 0.1048 \
    fin_tns_setup_ns 0 \
    layout.cells.most_common "dfxtp_1" \
    dieHeight_um 67.30 \
    startpoint_type "register" \
    warnings 33 \
    synth_area_um2 1705 \
    wl_met3_um 58 \
    die_width_um 67.30 \
    cts-buffers-inserted 3 \
    routed_wl_um 1895 \
    crit_fanout 2 \
    switching_power_w 0.0001386 \
    leakagePower_nw 0.8165 \
    irDropWorstVdd_uv 169.5 \
    p_seq_frac 0.556 \
    vias_per_cell 4.220 \
    root_buffer "clkbuf_8" \
    ys_area_um2 1705 \
    switching_share 0.2267 \
    dr.max_layer_used "met4" \
    core_um2 4058 \
    wire_per_inst_um 8.693 \
    grt_setup_unrepaired "no" \
    ios 26 \
    p_int_w 0.0004725 \
    largest_register_ffs 4 \
    ant_nets 0 \
    min_path_type "register to register" \
    slew_viol_final 0 \
    outcome "completed" \
    nFillCells 344 \
    syn_to_final_growth_pct 17.90 \
    vias 920 \
    final_cell_mix "dfxtp_1 (34), inv_1 (31), clkdlybuf4s50_1 (23), edfxtp_1 (13), ha_1 (12)" \
    place_area_um2 1966 \
    num_antenna_cells 0 \
    holdBufCountCts 0 \
    clkPwrFrac 0.269 \
    end_kind "output port" \
    report.final.hold_viol_count 0 \
    cts.repair.resized 0 \
    drv_cap 0 \
    first_iter_violations 15 \
    fin_area_um2 2011 \
    synth_cells 146 \
    place_ws_ns 1.044 \
    fmax_mhz 483.5 \
    grt_max_degree 16 \
    p_comb_frac 0.175 \
    dp.final_hpwl_um 1589 \
    ys_async_sr_fraction 0 \
]
-- worst max-delay path: stages, from the launching register on --
cell             delay [ns]
edfxtp_1               0.39
nor4_1                 0.27
clkdlybuf4s50_1        0.50
-- layer usage --
metal  GRT usage  vias to the layer above
met5           0                        -
met4     0.01064                        0
met3     0.01370                        2
met2      0.1650                       20
met1      0.1688                      402
li1            -                      496
-- kinds of logic (layout without fill, tap and decap cells) --
kind of cell,after synthesis,count (layout),share of synthesized area
other cells,2,4,0.004404
xor+xnor,1,1,0.005137
compound gates,14,14,0.05796
buf+inv,38,58,0.09171
mux,3,3,0.02568
flops,47,47,0.6280
fa+ha+maj,14,14,0.1115
simple gates,27,27,0.07557
-- final timing paths --
kind | from | to | slack [ns] | cells past startpoint
min | alu.operation[0] | display1.e | 0.37 | 0
min reg2reg | alu.operation[0] | display1.e | 0.37 | 0
max reg2reg | Reg2.d4.q | alu.rezult[1] | 1.43 | 4
max | alu.rezult[1] | z | 1.23 | 2
-- power groups by stage --
stage     Clock [W]  Sequential (W)  Combinational [W]
4_1_cts    0.000173        0.000341           0.000107
5_1_grt    0.000188        0.000344           0.000123
6_report   0.000164        0.000340           0.000107
-- cell usage after synthesis (2+ instances only) --
cell | count | area (µm²)
nor2_1 | 6 | 22.52
nor2b_1 | 2 | 12.51
a211oi_1 | 2 | 15.01
inv_1 | 31 | 116.4
nand3_1 | 2 | 10.01
edfxtp_1 | 13 | 390.4
nand2_1 | 8 | 30.03
clkbuf_1 | 2 | 7.510
nor3_1 | 2 | 10.01
buf_4 | 3 | 22.52
ha_1 | 12 | 150.1
fa_1 | 2 | 40.04
conb_1 | 2 | 7.510
buf_2 | 2 | 10.01
a211o_1 | 2 | 17.52
dfxtp_1 | 34 | 680.7
a21oi_1 | 3 | 15.01
o2111ai_1 | 2 | 17.52
o211ai_1 | 2 | 15.01
and2_1 | 4 | 25.02
-- per-stage QoR --
stage	total power [W]	cells	utilization	hold slack, ns
finish	0.0006111	218	0.4955	0.3746
detailed placement	0.0004535	214	0.4844	0.3620
CTS	0.0006201	218	0.4955	0.3779
floorplan	0.0004127	148	-	0.3496
global route	0.0006549	218	0.4955	0.3982
global placement	0.0004511	214	0.4844	0.3560
-- final cells by class --
class	count	share of cell area
clock buffers	4	0.02240
repair buffers	23	0.1145
inverters	31	0.05787
flip-flops and latches	47	0.5327
well taps	50	0.03111
multi-input cells	63	0.2414
Power figures rest on the tool's default switching activity, not on a simulated workload.
